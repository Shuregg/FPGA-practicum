--- run.sh ---
#!/bin/bash
# OpenROAD 26Q1-2900-gdf79404cd8, Yosys 0.63+post, stock flow scripts
make -C /OpenROAD-flow-scripts/flow DESIGN_CONFIG=/design/flow/config.mk WORK_HOME=/design/flow/orfs finish
--- config.mk ---
export PLATFORM = sky130hd
export DESIGN_NAME = mult_dsp_wrapper
export DESIGN_NICKNAME = mult_dsp_wrapper
export VERILOG_FILES = /design/flow/design.v
export SDC_FILE = /design/flow/constraint.sdc
export NUM_CORES = 4
export LEC_CHECK = 1
export CORE_UTILIZATION = 40
--- constraint.sdc ---
current_design mult_dsp_wrapper

set clk_period 19.9
set clk_io_pct 0.2

create_clock -name clk0 -period $clk_period [get_ports {clk_i}]

set non_clock_inputs [all_inputs -no_clocks]
set_input_delay [expr $clk_period * $clk_io_pct] -clock clk0 $non_clock_inputs
set_output_delay [expr $clk_period * $clk_io_pct] -clock clk0 [all_outputs]
--- design.v ---
module mult_dsp
#(
  parameter A_WIDTH = 25,
  parameter B_WIDTH = 18,
  parameter R_WIDTH = A_WIDTH + B_WIDTH
)
(
  input  logic                      clk_i,
  input  logic                      rst_i,
  input  logic signed [A_WIDTH-1:0] a_i,
  input  logic signed [B_WIDTH-1:0] b_i,
  output logic signed [R_WIDTH-1:0] res_o
);
  logic signed [A_WIDTH-1:0] a_ff;
  logic signed [B_WIDTH-1:0] b_ff;
  logic signed [R_WIDTH-1:0] res_ff;
  logic signed [R_WIDTH-1:0] mult;
  assign mult   = a_ff * b_ff;
  assign res_o  = res_ff;
  always_ff @(posedge clk_i) begin
    if (rst_i) begin
      a_ff <= '0;
      b_ff <= '0;
    end
    else begin
      a_ff <= a_i;
      b_ff <= b_i;
    end
  end
  always_ff @(posedge clk_i) begin
    if (rst_i)  res_ff <= '0;
    else        res_ff <= mult;
  end
endmodule
module mult_dsp_wrapper
#(
  parameter A_WIDTH = 25,
  parameter B_WIDTH = 18,
  parameter R_WIDTH = A_WIDTH + B_WIDTH
)
(
  input  logic        clk_i,
  input  logic        rst_i,
  input  logic [24:0] a_i,
  input  logic [17:0] b_i,
  output logic [42:0] res_o
);
  logic [24:0] a_ff;
  logic [17:0] b_ff;
  logic [42:0] res_ff;
  logic [42:0] res;
  assign res_o = res_ff;
  mult_dsp
  #(
    .A_WIDTH (A_WIDTH),
    .B_WIDTH (B_WIDTH)
  )
    mult_dsp_inst
  (
    .clk_i (clk_i),
    .rst_i (rst_i),
    .a_i   (a_ff),
    .b_i   (b_ff),
    .res_o (res)
  );
  always_ff @(posedge clk_i or posedge rst_i) begin
    if (rst_i) begin
      a_ff <= '0;
      b_ff <= '0;
    end
    else begin
      a_ff <= a_i;
      b_ff <= b_i;
    end
  end
  always_ff @(posedge clk_i or posedge rst_i) begin
    if (rst_i)  res_ff <= '0;
    else        res_ff <= res;
  end
endmodule
==> out/metrics.yaml <==
status: "complete, no violations"
rsz0062_at_grt: "false"
period_used_pct: 34.9
synthesis.instances: 2068
area_growth_syn_to_layout_pct: 10.8
dp_hpwl_um: 35200
fin_util_pct: 44.9
cts_setup_buffers: 0
clock_latency_ns: 0.47
synth.cell_area_mm2: 0.0203
startpoint_type: "register"
critPathMostFrequentCell: "fa_1"
top_area_cell: "fa_1"
r2r-end: "mult_dsp_inst.res_ff[42]"
cts_buffer_depth: 2
crit_type: "register to register"
stdcell_area_mm2: 0.0225
async_flop_share_pct: 50.0
r2r_slack_ns: 12.95
portBuffers: 87
critPathMaxStageDelay_ns: 0.89
reg2reg_depth: 21
finalSetupViolCount: 0
grt_max_degree: 61
dr_wl_met3_um: 2910
die_w_um: 227
cts-buffers-inserted: 17
clkTransAtPathRegs_ns: 0.08
p_leak_uw: 0.0109
cap_violations: 0
holdCritStartpoint: "mult_dsp_inst.res_ff[27]"
yosysCellCount: 2068
antenna_found_initial: 0
warnings: 25
clk_root_buffer_cell: "clkbuf_16"
required_ns: 20.29
dpl-instance-area_mm2: 0.0219
ys_ff: 172
ys_seq_share_pct: 19.1
top_cell_area_share_pct: 43.6
num_rows: 82
period_needed_ns: 6.95
worstHoldPathType: "register to register"
grt_pass1_wl_um: 76300
first_pass_iters: 5
drcViolationCount: 0
drive_above_1_share_pct: 3.52
fmax_ghz: 0.144
yosysUniqueCellTypes: 49
grt-ovfl-total: 0
top_layer: "met4"
avgSynthCellArea_um2: 9.80
cp.arrival_ns: 7.34
drt_wl_total_um: 44400
grt.total_usage_pct: 20.7
cts.sinks: 172
slowest_stage: "dfxtp_1"
yosys_area_mm2: 0.0203
avgRoutedWirePerCell_um: 15.8
worstHoldPathCells: 0
cts_hold_buf: 0
yosysWarnings: 2
htree_levels: 4
peakVddDrop_v: 0.0000819
cp-end-kind: "register"
setup_tns_ns: 0
cts_resized: 0
chipArea_mm2: 0.0516
die_h_um: 227
synthFlopType: "dfxtp_1"
ant_nets: 0
drt_iter0_markers: 512
via_count: 13300
relSlewSlack_pct: 38.9
worstHoldEndpoint: "res_ff[27]"
topCellsByArea: "fa_1, dfrtp_1, inv_1, dfxtp_1, ha_1"
grt_pass1_vias: 14900
wl_met1_um: 17600
cp_max_fo: 25
path_delay_family: "adder cells"
hold_ws_ns: 0.323
fin_skew_ns: 0.0156
fp-utilization_pct: 40.5
drv_slew: 0
antenna_cells: 0
dr_wl_met2_um: 22200
fill_cells: 4700
power.density_mw_per_mm2: 83.0
rr_startpoint: "mult_dsp_inst.b_ff[3]"
path_cells: "nand2_1 > inv_1 > fa_1 > inv_1 > fa_1 > fa_1 > inv_1 > fa_1 > fa_1 > inv_1 > fa_1 > inv_1 > ha_1 > and4_1 > and4_1 > nand2_2 > o41ai_4 > a211o_2 > a31oi_4 > a2111oi_2 > o21bai_1"
cts_tree: "done"
num_io_pins: 88
edf_count: 0
crit_buf_inv: 5
place_congestion: 0.917
worst_pin_slew_ns: 0.915
finalHoldViolCount: 0
coreArea_mm2: 0.0501
viasPerCell: 4.75
-- kinds of logic (layout without fill, tap and decap cells) --
logic type      count (synthesis)  after routing  share of synthesized area, %
buf+inv                       589            653                          10.9
xor+xnor                       39             39                          1.69
flops                         172            172                          19.1
simple gates                  610            610                          14.4
compound gates                110            110                          3.66
fa+ha+maj                     548            548                          50.2
-- area by class of cell --
type	instances	area, um2	share of cell area, %
clock buffer	18	439	1.95
clock inverter	14	144	0.641
sequential	172	3870	17.2
inverter	504	1890	8.43
tap	672	841	3.74
timing repair buffer	117	1090	4.87
multi-input combinational	1307	14200	63.1
-- cells in the mapped netlist (3+ instances only) --
master,number
o21a_1,4
nor4_1,3
or3_1,3
clkbuf_1,80
buf_1,3
xnor2_1,24
nor2_1,63
a21o_1,12
nand3_1,8
o211ai_1,5
nand2_1,290
a21oi_1,38
o21bai_1,4
fa_1,441
ha_1,107
nor2b_1,54
nor3_1,8
dfxtp_1,86
inv_1,504
nand2b_1,9
dfrtp_1,86
and2_1,164
a211oi_1,7
o21ai_0,22
xor2_1,15
-- metrics by stage --
stage	worst slack, ns	instances	power, uW
finish	12.95	2804	1860
global route	12.52	2804	2070
CTS	12.95	2804	1900
detailed placement	12.99	2772	1550
global placement	13.05	2772	1540
floorplan	13.44	2068	1250
-- report_power, final --
part / internal, uW / total (uW) / switching, uW
logic: 469 / 1090 / 616
registers: 416 / 445 / 28.5
clock network: 170 / 334 / 164
total: 1060 / 1860 / 808
-- worst max path at each step --
stage                 slack (ns)                       end                   from  cells after the start
after CTS                  12.95  mult_dsp_inst.res_ff[42]  mult_dsp_inst.b_ff[3]                     21
after global routing       12.52  mult_dsp_inst.res_ff[42]  mult_dsp_inst.b_ff[3]                     21
final                      12.95  mult_dsp_inst.res_ff[42]  mult_dsp_inst.b_ff[3]                     21
-- cell usage in the layout (no fill, tap or decap), types with 2 or more instances in the layout --
cell / count
inv_6: 9
ha_1: 107
a21o_1: 12
nand2b_1: 9
fa_1: 441
clkinv_8: 3
clkdlybuf4s50_1: 86
buf_4: 31
and2_1: 164
nor4_1: 3
o211ai_1: 5
xnor2_1: 24
a211o_1: 2
and3_1: 2
or3_1: 3
o21bai_1: 4
a211oi_1: 7
dfrtp_1: 86
and4_1: 2
nor3_1: 8
dfxtp_1: 86
nor2b_1: 54
a21oi_1: 38
nand3_1: 8
nand2_1: 290
o21a_1: 4
o21ai_0: 22
clkbuf_16: 17
inv_1: 503
xor2_1: 15
nor2_1: 63
-- flip-flops by register name, summed over array words and instances, names as in the netlist --
register / flops
mult_dsp_inst.res_ff: 43
res_ff: 43
a_ff: 25
mult_dsp_inst.a_ff: 25
b_ff: 18
mult_dsp_inst.b_ff: 18
-- routing by layer --
metal	track usage (%)	vias to the layer above
met5	0	-
met4	6.02	0
met3	6.25	82
met2	33.5	363
met1	28.0	6828
li1	-	6043
No activity file was given, so power comes from the tool's default toggle rates.
