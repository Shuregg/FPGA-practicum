==> flow/design.v <==
module syst_node
#(
  parameter W_WIDTH  = 8,
  parameter X_WIDTH  = 8,
  parameter SI_WIDTH = 8,
  parameter SO_WIDTH = 17
)
(
  input  logic                clk_i,
  input  logic                rst_i,
  input  logic [W_WIDTH -1:0] weight_i,
  input  logic [SI_WIDTH-1:0] psumm_i,
  input  logic [X_WIDTH -1:0] x_i,
  output logic [SO_WIDTH-1:0] psumm_o,
  output logic [X_WIDTH -1:0] x_o
);
  logic [X_WIDTH        -1:0] x_ff;
  logic [SO_WIDTH       -1:0] psumm_ff;
  logic [X_WIDTH+W_WIDTH-1:0] weight_mult;
  assign weight_mult = x_i * weight_i;
  always_ff @(posedge clk_i or posedge rst_i) begin
    if (rst_i)
      psumm_ff <= '0;
    else
      psumm_ff <= psumm_i + weight_mult;
  end
  always_ff @(posedge clk_i or posedge rst_i) begin
    if (rst_i)
      x_ff <= '0;
    else
      x_ff <= x_i;
  end
  assign psumm_o = psumm_ff;
  assign x_o     = x_ff;
endmodule
module syst_ws
(
  input  logic clk_i,
  input  logic rst_i,
  input  logic [7:0] x1_i,
  input  logic [7:0] x2_i,
  input  logic [7:0] x3_i,
  output logic [18:0] y1_o,
  output logic [18:0] y2_o
);
  localparam W11 = 8'd2;
  localparam W12 = 8'd3;
  localparam W13 = 8'd4;
  localparam W21 = 8'd5;
  localparam W22 = 8'd6;
  localparam W23 = 8'd7;
  localparam W_WIDTH = 8;
  localparam X_WIDTH = 8;
  logic [7:0]  x1_pipe;
  logic [7:0]  x2_pipe;
  logic [7:0]  x3_pipe;
  logic [16:0] psumm11;
  logic [17:0] psumm12;
  logic [18:0] psumm13;
  logic [16:0] psumm21;
  logic [17:0] psumm22;
  logic [18:0] psumm23;
  syst_node #(
    .W_WIDTH  (8),
    .X_WIDTH  (8),
    .SI_WIDTH (1),
    .SO_WIDTH (17)
  ) node_11 (
    .clk_i    (clk_i),
    .rst_i    (rst_i),
    .weight_i (W11),
    .psumm_i  ('0),
    .x_i      (x1_i),
    .psumm_o  (psumm11),
    .x_o      (x1_pipe)
  );
  syst_node #(
    .W_WIDTH  (8),
    .X_WIDTH  (8),
    .SI_WIDTH (17),
    .SO_WIDTH (18)
  ) node_12 (
    .clk_i    (clk_i),
    .rst_i    (rst_i),
    .weight_i (W12),
    .psumm_i  (psumm11),
    .x_i      (x2_i),
    .psumm_o  (psumm12),
    .x_o      (x2_pipe)
  );
  syst_node #(
    .W_WIDTH  (8),
    .X_WIDTH  (8),
    .SI_WIDTH (18),
    .SO_WIDTH (19)
  ) node_13 (
    .clk_i    (clk_i),
    .rst_i    (rst_i),
    .weight_i (W13),
    .psumm_i  (psumm12),
    .x_i      (x3_i),
    .psumm_o  (psumm13),
    .x_o      (x3_pipe)
  );
  syst_node #(
    .W_WIDTH  (8),
    .X_WIDTH  (8),
    .SI_WIDTH (1),
    .SO_WIDTH (17)
  ) node_21 (
    .clk_i    (clk_i),
    .rst_i    (rst_i),
    .weight_i (W21),
    .psumm_i  ('0),
    .x_i      (x1_pipe),
    .psumm_o  (psumm21),
    .x_o      ()
  );
  syst_node #(
    .W_WIDTH  (8),
    .X_WIDTH  (8),
    .SI_WIDTH (17),
    .SO_WIDTH (18)
  ) node_22 (
    .clk_i    (clk_i),
    .rst_i    (rst_i),
    .weight_i (W22),
    .psumm_i  (psumm21),
    .x_i      (x2_pipe),
    .psumm_o  (psumm22),
    .x_o      ()
  );
  syst_node #(
    .W_WIDTH  (8),
    .X_WIDTH  (8),
    .SI_WIDTH (18),
    .SO_WIDTH (19)
  ) node_23 (
    .clk_i    (clk_i),
    .rst_i    (rst_i),
    .weight_i (W23),
    .psumm_i  (psumm22),
    .x_i      (x3_pipe),
    .psumm_o  (psumm23),
    .x_o      ()
  );
  assign y1_o = psumm13;
  assign y2_o = psumm23;
endmodule
==> flow/run.sh <==
#!/bin/bash
# OpenROAD 26Q1-2900-gdf79404cd8, Yosys 0.63+post, stock flow scripts
make -C /OpenROAD-flow-scripts/flow DESIGN_CONFIG=/design/flow/config.mk WORK_HOME=/design/flow/orfs finish
==> flow/config.mk <==
export PLATFORM = sky130hd
export DESIGN_NAME = syst_ws
export DESIGN_NICKNAME = syst_ws
export VERILOG_FILES = /design/flow/design.v
export SDC_FILE = /design/flow/constraint.sdc
export NUM_CORES = 4
export LEC_CHECK = 1
export CORE_UTILIZATION = 40
==> flow/constraint.sdc <==
current_design syst_ws

set clk_period 4.7
set clk_io_pct 0.2

create_clock -name clk0 -period $clk_period [get_ports {clk_i}]

set non_clock_inputs [all_inputs -no_clocks]
set_input_delay [expr $clk_period * $clk_io_pct] -clock clk0 $non_clock_inputs
set_output_delay [expr $clk_period * $clk_io_pct] -clock clk0 [all_outputs]
==> results.txt <==
run metrics: Worst-Margin Slew between 0.7 and 0.8 ns, Yosys chip area approximately 5000 µm², P&R area growth vs syn 19.6%, CTS buffer count 9, global-route wire length before repair ~14000 µm, Site Rows around 40, Worst Setup Path Type reg2reg, Clock Path Buffers 2, Final setup viols 0, count leader, synth dfrtp_1, Power per Cell Area roughly 510 nW/µm², Avg Cell Area, Syn 11.3 µm², crit-path max FO 6, slowest cell delay on critical path 0.55 ns, post-CTS setup buffer count 0, Worst Hold Slack ~0.35 ns, pin count of the biggest net entering global routing ~43, Worst path depth 15, Seq share, synth about 41%, endpoints failing hold 0, vias in the first global route between 3000 and 4000, MI comb area 2830 µm², Bufs and invs on worst path 1, die width about 110 µm, hold buffers post-CTS 0, Core Area 12100 µm², Adder Area Share 25.4%, Setup crit start kind register, Worst path slowest cell fa_1, post-CTS resize count 0, reg2reg start node_13.x_ff[0], status completed, Max-area cell share 40.8%, Worst-path clk slew roughly 0.06 ns, Sink Count ~82, die area approximately 13000 µm², CP delay by family, top adder cells, I/O pin count ~64, Register-to-Register Path Depth 15, Hold Crit Class reg2reg, CTS tree yes, drt drc 0, number of port buffers 50, slew margin rel. 51.1%, RePlAce Congestion between 0.9 and 1, Wirelength per Cell between 10 and 15 µm, leakage between 2 and 3 nW, Finished Layout Cells roughly 680, Distinct lib cells used 35, AO/OA Area Share approximately 14%, yosys simple share between 7 and 8%, Root Buffer clkbuf_16, crit path DAT 3.79 ns, Log Warnings 33, Hold Crit Depth 0, area leader, netlist dfrtp_1, synthesized cell area between 5000 and 6000 µm², RSZ-0062 raised after global routing false, Post-synth EDFFs 0, ys flop type dfrtp_1, layout cell share with drive strength beyond 1 between 3 and 4%, Max Clock Freq about 280 MHz, Setup crit end node_23.psumm_ff[11], clock latency (worst-skew pair) between 0.3 and 0.4 ns, Pre-Place Util approximately two fifths, Critical Path Sink Type register, XOR/XNOR Fraction of Synth Area slightly below 9%, CTS H-Tree Depth 3, flops & latches, synth just over 80, drt total wl ~8600 µm, post-synthesis cell count around 450, Main logic family adder cells, placed insts between 600 and 700, Slew Viols, Final 0, GRT Total Usage approximately 14%, FF+latch area ~2100 µm², Antenna Violating Nets Remaining 0, Die Ht ~110 µm, drt first pass iters 4, FF-to-FF End node_23.psumm_ff[11], Fillers approximately 1100, Setup Skew 0.00533 ns, Critical Path Source node_13.x_ff[0], Synth top cells by count 82 x dfrtp_1, 78 x ha_1, 39 x xnor2_1, Cell area leaders dfrtp_1 41%, ha_1 19%, xnor2_1 6.8%, Yosys warning count 3, vias per cell roughly 4.8, total negative slack 0 ns, # Cells Yosys between 400 and 500, Synth async-reset ratio 100%, # diodes 0, hpwl dp roughly 6800 µm, max_cap viols 0, DR vias 3286, cycle use final about 76%, Max IR drop VDD ~0.19 mV, flop-to-flop setup slack approximately 1.1 ns, Worst Hold Launch node_12.psumm_ff[1], total gr overflow 0, initial antenna violation count 0, worst endpoint required time 4.92 ns, Iter 0 DRT Violations roughly 120, CP cell instances fa_1 > ha_1 > inv_1 > fa_1 > nor2b_1 > o21a_1 > o21a_1 > nor3_1 > nor3b_1 > ha_1 > a21o_1 > a21o_1 > a21oi_1 > o21ai_0 > xor2_1, Final min period about 3.6 ns, mux share 0%
-- state kept, by name, indices dropped and copies added (netlist names) --
signal / cells
node_22.psumm_ff: 12
node_13.x_ff: 8
node_12.psumm_ff: 10
node_12.x_ff: 8
node_21.psumm_ff: 11
node_11.x_ff: 7
node_11.psumm_ff: 1
node_23.psumm_ff: 13
node_13.psumm_ff: 12
-- kinds of logic (layout without fill, tap and decap cells) --
| logic type | Yosys count | count (layout) |
|---|---|---|
| compound gates | 109 | 109 |
| fa+ha+maj | 93 | 93 |
| flops | 82 | 82 |
| simple gates | 73 | 73 |
| xor+xnor | 50 | 50 |
| buf+inv | 38 | 91 |
| other cells | 1 | 13 |
-- worst min-delay path by stage --
stage                     end  slack [ns]
6_report  node_13.psumm_ff[1]        0.35
5_1_grt   node_13.psumm_ff[1]        0.37
4_1_cts   node_13.psumm_ff[1]        0.35
-- layout by cell type, fill, tap and decap left out, types with 13 or more instances in the layout --
cell / count
a21o_1: 17
a21oi_1: 30
clkdlybuf4s50_1: 50
conb_1: 13
dfrtp_1: 82
fa_1: 15
ha_1: 78
inv_1: 24
nor2_1: 25
o21ai_0: 24
xnor2_1: 39
-- metrics by stage --
stage | cell area, µm² | power (mW) | worst slack, ns | utilization [%]
2_1_floorplan | 5070 | 1.92 | 1.44 | -
3_3_place_gp | 5690 | 2.29 | 0.897 | 47.0
3_5_place_dp | 5690 | 2.31 | 0.898 | 47.0
4_1_cts | 6010 | 3.08 | 1.10 | 49.6
5_1_grt | 6010 | 3.28 | 0.936 | 49.6
6_report | 6010 | 3.04 | 1.13 | 49.6
-- power breakdown --
group	switching (mW)	total, mW	leakage (nW)	internal, mW
sequential	0.0736	0.982	0.968	0.909
combinational	0.618	1.32	1.64	0.700
clock	0.279	0.743	0.152	0.464
-- metal layers --
metal | global-route usage [%] | wire length [µm]
met2 | 25.0 | 4230
met4 | 2.34 | 185
met3 | 2.43 | 339
met5 | 0 | 0
met1 | 20.1 | 3840
-- layout make-up --
class / count / share of cell area, %
clock buffer: 9 / 3.75
clock inverter: 6 / 1.50
inverter: 25 / 1.58
multi-input combinational: 338 / 47.0
sequential: 82 / 34.2
tap: 168 / 3.50
timing repair buffer: 51 / 8.46
Power and IR drop assume default switching activity.
